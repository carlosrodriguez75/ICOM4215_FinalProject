==> design/flow/design.v <==
module theRegisterFile(input[3:0] In, input enable, clear, clk, input[31:0] D, input[3:0] S1, S2, output reg[31:0] Y1, Y2);
  reg[31:0] Q0,Q1,Q2,Q3,Q4,Q5,Q6,Q7,Q8,Q9,Q10,Q11,Q12,Q13,Q14,Q15;
  reg[15:0] Out;
  initial begin Q0 = 0; Q1 = 0; Q2 = 0; Q3 = 0; Q4 = 0; Q5 = 0; Q6 = 0; Q7 = 0; Q8 = 0; Q9 = 0; Q10 = 0; Q11 = 0; Q12 = 0; Q13 = 0; Q14 = 0; Q15 = 0; end
  always @ (enable, In) begin
    Out  = 0;
    if (enable) begin
      case (In)
        4'h0 : Out  = 16'h0001;
        4'h1 : Out  = 16'h0002;
        4'h2 : Out  = 16'h0004;
        4'h3 : Out  = 16'h0008;
        4'h4 : Out  = 16'h0010;
        4'h5 : Out  = 16'h0020;
        4'h6 : Out  = 16'h0040;
        4'h7 : Out  = 16'h0080;
        4'h8 : Out  = 16'h0100;
        4'h9 : Out  = 16'h0200;
        4'hA : Out  = 16'h0400;
        4'hB : Out  = 16'h0800;
        4'hC : Out  = 16'h1000;
        4'hD : Out  = 16'h2000;
        4'hE : Out  = 16'h4000;
        4'hF : Out  = 16'h8000;
      endcase
    end
  end
always @(posedge clk) begin
  if (enable ==1)
    case(Out)
      16'h0001 : Q0 = D;
      16'h0002 : Q1 = D;
      16'h0004 : Q2 = D;
      16'h0008 : Q3 = D; 
      16'h0010 : Q4 = D; 
      16'h0020 : Q5 = D; 
      16'h0040 : Q6 = D; 
      16'h0080 : Q7 = D; 
      16'h0100 : Q8 = D; 
      16'h0200 : Q9 = D;
      16'h0400 : Q10 = D;
      16'h0800 : Q11 = D; 
      16'h1000 : Q12 = D;
      16'h2000 : Q13 = D; 
      16'h4000 : Q14 = D; 
      16'h8000 : Q15 = D;
    endcase
end
always @ (S1,Q0,Q1,Q2,Q3,Q4,Q5,Q6,Q7,Q8,Q9,Q10,Q11,Q12,Q13,Q14,Q15) begin
  case (S1)
    4'b0000: Y1 = Q0;
    4'b0001: Y1 = Q1;
    4'b0010: Y1 = Q2;
    4'b0011: Y1 = Q3;
    4'b0100: Y1 = Q4;
    4'b0101: Y1 = Q5;
    4'b0110: Y1 = Q6;
    4'b0111: Y1 = Q7;
    4'b1000: Y1 = Q8;
    4'b1001: Y1 = Q9;
    4'b1010: Y1 = Q10;
    4'b1011: Y1 = Q11;
    4'b1100: Y1 = Q12;
    4'b1101: Y1 = Q13;
    4'b1110: Y1 = Q14;
    4'b1111: Y1 = Q15;
  endcase
end
always @ (S2,Q0,Q1,Q2,Q3,Q4,Q5,Q6,Q7,Q8,Q9,Q10,Q11,Q12,Q13,Q14,Q15)
  case (S2)
    4'b0000: Y2 = Q0;
    4'b0001: Y2 = Q1;
    4'b0010: Y2 = Q2;
    4'b0011: Y2 = Q3;
    4'b0100: Y2 = Q4;
    4'b0101: Y2 = Q5;
    4'b0110: Y2 = Q6;
    4'b0111: Y2 = Q7;
    4'b1000: Y2 = Q8;
    4'b1001: Y2 = Q9;
    4'b1010: Y2 = Q10;
    4'b1011: Y2 = Q11;
    4'b1100: Y2 = Q12;
    4'b1101: Y2 = Q13;
    4'b1110: Y2 = Q14;
    4'b1111: Y2 = Q15;
  endcase
endmodule
==> design/flow/run.sh <==
#!/bin/bash
# OpenROAD 26Q1-2900-gdf79404cd8, Yosys 0.63+post, stock flow scripts
make -C /OpenROAD-flow-scripts/flow DESIGN_CONFIG=/design/flow/config.mk WORK_HOME=/design/flow/orfs finish
==> design/flow/config.mk <==
export PLATFORM = sky130hd
export DESIGN_NAME = theRegisterFile
export DESIGN_NICKNAME = theRegisterFile
export VERILOG_FILES = /design/flow/design.v
export SDC_FILE = /design/flow/constraint.sdc
export NUM_CORES = 4
export LEC_CHECK = 1
export CORE_UTILIZATION = 40
==> design/flow/constraint.sdc <==
current_design theRegisterFile

set clk_period 11.2
set clk_io_pct 0.2

create_clock -name clk0 -period $clk_period [get_ports {clk}]

set non_clock_inputs [all_inputs -no_clocks]
set_input_delay [expr $clk_period * $clk_io_pct] -clock clk0 $non_clock_inputs
set_output_delay [expr $clk_period * $clk_io_pct] -clock clk0 [all_outputs]
==> metrics.log <==
[metrics] run summary
INFO  metric totalNegativeSetupSlack = 0 ns
INFO  metric report.power.total = 0.00430 W
INFO  metric ios = 111
INFO  metric first_iter_violations = 1482
INFO  metric dr_total_vias = 17600
INFO  metric worst_slew_margin_rel = 32.3%
INFO  metric clk_root_buffer_cell = clkbuf_16
INFO  metric yosys.stat.chipArea = 23700 um2
INFO  metric achievable_clock_frequency = 121 MHz
INFO  metric worst_setup_path_start_kind = primary input
INFO  metric ys_async_sr_fraction = 0%
INFO  metric run_status = finished, final reports clean
INFO  metric floorplan.initialDensity = about two fifths
INFO  metric seq_total_area_yosys = 64.9%
INFO  metric finalWirelength = 85500 um
INFO  metric clock_tree.buffer_depth = 3
INFO  metric commonest_non_fill_non_tap_cells_in_the_layout = edfxtp_1 (512), a22oi_1 (176), clkdlybuf4s50_1 (101), a21oi_1 (95), buf_4 (78)
INFO  metric timing_worst_setup_path_type = in -> out
INFO  metric tightest_slew = 1.02 ns
INFO  metric fin_crit = 8.27 ns
INFO  metric crit_path_end_kind = output port
INFO  metric worstPathRequired = 8.96 ns
INFO  metric finalSetupViolations = 0
INFO  metric register_area = 15400 um2
INFO  metric chip_area = 60200 um2
INFO  metric fa_ha_area_share = 0%
INFO  metric die.size.x = around 250 um
INFO  metric postRouteAntennaNets = 0
INFO  metric globalRoute.totalOverflow = 0
INFO  metric number_of_enable_type_register_cells_in_the_synthesized_netlist = around 510
INFO  metric post_synthesis_cell_count = 1737
INFO  metric vias_per_cell = 6.68
INFO  metric ctsHoldBuffers = 0
INFO  metric postLayoutCellArea = 27300 um2
INFO  metric synthSimpleGateAreaFrac = under 10%
INFO  metric hpwlAfterDp = 49300 um
INFO  metric dieHeight = 245 um
INFO  metric static-leakage-power = 8.74 nW
INFO  metric number_of_distinct_library_cell_variants_in_the_gate_level_netlist_after_synthesis = slightly below 60
INFO  metric worst-path-max-fanout = 52
INFO  metric critical_path_arrival = around 6 ns
INFO  metric cts_tree = done
INFO  metric slew_violations = 0
INFO  metric clock_buffers_created_by_tritoncts = 55
INFO  metric gp_routability_congestion = 0.982
INFO  metric routed_wire_per_std_cell = 32.4 um
INFO  metric power.ir.vdd_worst = 0.103 mV
INFO  metric fraction_of_layout_cells_with_a_size_suffix_above_1 = between 10% and 20%
INFO  metric via_count_of_the_first_global_routing_pass = 18500
INFO  metric number_of_warnings_printed_during_yosys_synthesis = 1
INFO  metric hp-class = in -> reg
INFO  metric mean_instance_size_in_the_synthesized_netlist = 13.6 um2
INFO  metric netlist_logic_family_top = AND-OR/OR-AND gates
INFO  metric io_buffer_count = 109
INFO  metric power_density = 157 nW/um2
INFO  metric yosys_cells = 1737
INFO  metric cts_setup_buffers = 0
INFO  metric compound_area_share = a little over a fifth
INFO  metric syn_area = around 24000 um2
INFO  metric area.combinational = 7620 um2
INFO  metric ys_sh_xor = 0%
INFO  metric post-route-period-util = 73.8%
INFO  metric detail_route.drc_violations = 0
INFO  metric fillerInstances = 4996
INFO  metric globalRouteTotalUtil = 30.8%
INFO  metric warnings = 26
INFO  metric area_growth = 15.5%
INFO  metric grt_antenna_before_repair = 5
INFO  metric place_area = 25700 um2
INFO  metric clkSinkCount = 512
INFO  metric coreArea = 58100 um2
INFO  metric synth.mux.area_fraction = 4.72%
INFO  metric wire_length_of_the_first_global_routing_pass = 122000 um
INFO  metric drtPass1Iterations = 6
INFO  metric hold_viol = 0
INFO  metric most_common_logic_cell_in_the_routed_design = edfxtp_1
INFO  metric cts-htree-levels = 2
INFO  metric rsz_0062_raised_after_global_routing = no
INFO  metric ctsResizeCount = 0
INFO  metric max_cap_viol_count = 0
INFO  metric grt_start_max_net_pins = approximately 86
INFO  metric cts.clk_slew.worst_paths = 0.06 ns
INFO  metric yosys_most_used_dff = edfxtp_1
INFO  metric floorplan.rows = 88
INFO  metric numSynthFlops = 512
-- stage by stage --
stage	hold slack, ns	cells	setup WS (ns)	util, %
final	2.53	2637	2.93	47.0
after global routing	2.56	2634	2.87	47.0
after global placement	3.16	2532	3.17	44.2
after floorplan	2.34	1737	5.29	-
after CTS	2.52	2634	3.12	47.0
after detailed placement	3.16	2532	3.13	44.2
-- cells in the mapped netlist (all sizes together), types with 31 or more instances --
cell type	instances	area (um2)
nor2	86	325
clkbuf	76	285
edfxtp	512	15400
nand3	31	155
a22o	32	280
mux2i	69	691
o22ai	33	206
a21oi	95	475
buf	78	450
nand2	62	235
o32a	53	531
a22oi	176	1320
o21ai	73	365
inv	36	135
a221oi	37	324
-- power by group --
part / total [W] / switching, W / internal, W
clock network: 0.00166 / 0.000741 / 0.000923
registers: 0.00217 / 0.0000172 / 0.00215
logic: 0.000464 / 0.000281 / 0.000183
-- flip-flops by register name, summed over array words and instances (netlist names) --
name,count
Q0,32
Q10,32
Q11,32
Q12,32
Q13,32
Q14,32
Q15,32
Q1,32
Q2,32
Q3,32
Q4,32
Q5,32
Q6,32
Q7,32
Q8,32
Q9,32
-- worst paths after layout --
| kind | endpoint | start | cells past startpoint | slack (ns) |
|---|---|---|---|---|
| worst max-delay path | Y1[19] | S1[2] | 9 | 2.93 |
| worst min-delay path | Q5[20] | D[20] | 1 | 2.53 |
-- routing by layer --
layer / global-route usage (%) / part of all wire [%]
met5: 0.899 / 0.043
met3: 21.3 / 17
met4: 11.8 / 4.6
met1: 38.3 / 34
met2: 43.1 / 44
-- critical path, cell delays in order --
cell             delay [ns]
buf_4                  0.42
buf_4                  0.64
nand2b_1               0.48
nor2_2                 0.69
buf_4                  0.45
a2bb2oi_1              0.16
o21ai_0                0.19
o32a_1                 0.22
clkdlybuf4s50_1        0.48
-- cells by family (layout without fill, tap and decap cells) --
logic type	Yosys count	count (layout)
flops	512	512
buf+inv	190	322
simple gates	251	251
compound gates	687	687
other cells	0	3
mux	97	97
-- final cells by class --
| type | instances | share of cell area [%] |
|---|---|---|
| clock buffers | 71 | 5.25 |
| repair buffers | 184 | 5.99 |
| well taps | 765 | 3.50 |
| multi-input cells | 1035 | 27.9 |
| clock inverters | 31 | 0.641 |
| inverters | 36 | 0.494 |
| flip-flops and latches | 512 | 56.2 |
| diodes | 3 | 0.0275 |
Power figures rest on the tool's default switching activity, not on a simulated workload.

`/design/flow/run.sh`:
```
#!/bin/bash
# OpenROAD 26Q1-2900-gdf79404cd8, Yosys 0.63+post, stock flow scripts
make -C /OpenROAD-flow-scripts/flow DESIGN_CONFIG=/design/flow/config.mk WORK_HOME=/design/flow/orfs finish
```
`/design/flow/config.mk`:
```
export PLATFORM = sky130hd
export DESIGN_NAME = ALU_32Bit
export DESIGN_NICKNAME = ALU_32Bit
export VERILOG_FILES = /design/flow/design.v
export SDC_FILE = /design/flow/constraint.sdc
export NUM_CORES = 4
export LEC_CHECK = 1
export CORE_UTILIZATION = 40
```
`/design/flow/constraint.sdc`:
```
current_design ALU_32Bit

set clk_period 17.9
set clk_io_pct 0.2

create_clock -name clk0 -period $clk_period

set non_clock_inputs [all_inputs -no_clocks]
set_input_delay [expr $clk_period * $clk_io_pct] -clock clk0 $non_clock_inputs
set_output_delay [expr $clk_period * $clk_io_pct] -clock clk0 [all_outputs]
```
`/design/flow/design.v`:
```
module ALU_32Bit(output reg [32:0]O, output reg [31:0]result, output reg Z, N, C, V, input [31:0]B,A, input Cin, input [4:0]OP);
	always @(OP, A, B)
	begin
		case(OP)
			5'b00000: O= A & B ;	 
			5'b00001: O= A ^ B ;	 
			5'b00010: O= A - B ;	 
			5'b00011: O= B - A;		 
			5'b00100: O= A + B;		 
			5'b00101: O= A + B + Cin;	 
			5'b00110: O= A - B - !Cin;	 
			5'b00111: O= B - A - !Cin;	 
			5'b01000: O= A & B;		 
			5'b01001: O= A ^ B;		 
			5'b01010: O= A - B;		 
			5'b01011: O= A + B;		 
			5'b01100: O=A | B;		 
			5'b01101: O= B;			 
			5'b01110: O= A & !B;	 
			5'b01111: O= !B;		 
			5'b10000: O= A;
			5'b10001: O= A+4;
			5'b10010: O= A+B;
		endcase
		result = O[31:0]; 
		C = O[32];		 
		N = O[31];		 
		V = Cin ^ C;	 
		if(O[31:0] == 32'h00000000)	 
			Z = 1;
		else
			Z = 0;		
	end
endmodule
```
==> results.py <==
# Synthesis and PnR figures
metrics = {
    "status": {
        "status": "complete, no violations",
    },
    "cells_and_area": {
        "fin_cells": 2192,
        "largest_reg_flops": 33,
        "drive_gt1_frac": 0.04520,
        "area_growth_syn_to_layout_pct": 15.14,
        "fillers": 2913,
    },
    "global_route": {
        "grtUsageMet3": 0.1510,
        "grtUsageMet2": 0.5437,
        "grt_pass1_vias": 13010,
        "grt_max_degree": 40,
        "gr-total-overflow": 0,
        "use_met1": 0.6440,
        "grt_busiest_layer": "met1",
        "grt_first_pass_wirelength_microns": 88360,
        "grtUsageTotal": 0.4162,
        "grt_antenna_before_repair": 0,
    },
    "power": {
        "p_leak_nw": 5.117,
        "powerDensity_nw_per_um2": 39.06,
        "ir_drop_mv": 0.02065,
        "p_int_w": 0.0001936,
        "comb_power_share": 0.978,
        "total_power_w": 0.0005220,
        "p_sw_w": 0.0003284,
        "clockPowerShare": 0,
        "p_seq_frac": 0.022,
        "swShare": 0.6291,
    },
    "timing": {
        "untimed_endpoints": 66,
        "finalHoldViolCount": 0,
        "fin_ws_ns": 4.008,
        "tightest_slew_ns": 1.025,
        "period_used_share": 0.7761,
        "setup_tns_ns": 0,
        "unclocked_regs": 33,
        "max_freq_mhz": 71.98,
        "fin_hold_ws_ns": 8.170,
        "setup_viol": 0,
        "maxSlewHeadroom": 0.3168,
        "rsz0062_at_grt": "false",
        "period_needed_ns": 13.89,
        "drv_slew": 0,
    },
    "drt": {
        "ant_nets": 0,
        "first_pass_iters": 6,
        "diodes": 0,
        "drc": 0,
        "num_vias": 14680,
        "avgRoutedWirePerCell_microns": 27.90,
        "vias_per_cell": 6.697,
        "drt_iter0_markers": 1766,
        "routed_wl_microns": 61150,
    },
    "setup_path": {
        "worstPathCellList": "clkdlybuf4s50_1 > inv_1 > ha_1 > inv_1 > o31ai_1 > nor2_1 > a211oi_1 > nand4_1 > nor3_1 > nand4_1 > nor3_1 > and3_1 > xor2_1 > a221oi_1 > o211a_1 > o221ai_1 > nor4_2 > clkdlybuf4s50_1",
        "crit_type": "input port to primary output",
        "cp.required_ns": 14.32,
        "startpoint_type": "input port",
        "slowest_delay_ns": 0.76,
        "cp_num_buf_inv": 4,
        "cp_top_family": "simple AND/OR/NAND/NOR gates",
        "crit_path_end_kind": "primary output",
        "cp.arrival_ns": 10.31,
        "crit_fanout": 14,
        "slowest_stage": "o31ai_1",
    },
    "place": {
        "portBuffers": 139,
        "place_ws_ns": 4.098,
        "dp_hpwl_microns": 49070,
        "routabilityCongestion": 1.038,
        "dp_cells": 2192,
    },
    "yosys": {
        "ys_cells": 1732,
        "synth_flops": 33,
        "edf_count": 0,
        "async_flop_share": 0,
        "syn_inst": 1732,
        "yosys_area_sq_um": 11610,
        "ys.flop_type": "dlxtn_1",
        "synth_warnings": 1,
        "synth_area_sq_um": 11610,
        "yosysUniqueCellTypes": 94,
        "avgSynthCellArea_sq_um": 6.702,
    },
    "die": {
        "initCoreUtil": 0.4121,
        "core_sq_um": 28160,
        "ioPinCount": 139,
        "rows": 61,
        "die_h_microns": 172.4,
        "chip_area_sq_um": 29700,
        "die_w_microns": 172.4,
    },
    "min_path": {
        "hold_class": "input port to primary output",
    },
    "flow_run": {
        "warnings": 129,
        "drv_cap": 0,
    },
    "clock_tree": {
        "cts_resized": 0,
        "postCtsSetupBuffers": 0,
        "hold_buffers": 0,
    },
}
==> power by group through the flow <==
stage	sequential [W]	clock (W)	combinational [W]
5_1_grt	0.0000122	0	0.000544
6_report	0.0000114	0	0.000511
4_1_cts	0.0000114	0	0.000490
==> cells by family (layout without fill, tap and decap cells) <==
kind of cell / Yosys count / after routing / synth area share
compound gates: 602 / 602 / 0.3514
xor+xnor: 139 / 139 / 0.1049
fa+ha+maj: 136 / 136 / 0.1485
buf+inv: 204 / 286 / 0.07200
latches: 33 / 33 / 0.04269
mux: 21 / 21 / 0.01832
simple gates: 597 / 597 / 0.2622
==> routing by layer <==
layer | vias up | share of wire
li1 | 6641 | -
met2 | 1029 | 0.37
met5 | - | 0.0013
met3 | 90 | 0.15
met4 | 2 | 0.019
met1 | 6917 | 0.46
==> cells in the mapped netlist, drive strengths merged, types with 27 or more instances <==
library cell / instances / area (sq um)
a21oi: 153 / 784.5
a221oi: 45 / 394.1
buf: 38 / 212.7
clkbuf: 56 / 210.2
dlxtn: 33 / 495.5
ha: 133 / 1664
inv: 105 / 394.1
nand2: 132 / 495.5
nand3: 73 / 375.4
nand4: 40 / 250.2
nor2: 149 / 561.8
nor2b: 27 / 171.4
nor3: 43 / 226.5
nor4: 39 / 265.3
o211ai: 27 / 202.7
o21ai: 120 / 600.6
o22ai: 28 / 175.2
xnor2: 117 / 1025
==> cells in the final DEF, fill, tap and decap left out, types with 45 or more instances in the layout <==
cell type          n
o21ai_0          114
xnor2_1          117
clkdlybuf4s50_1  139
a221oi_1          45
nand3_1           71
inv_1            104
ha_1             133
nand2_1          132
nor2_1           147
a21oi_1          149
==> through the flow <==
stage,util,area (sq um)
2_1_floorplan,-,11610
3_3_place_gp,0.4746,13370
3_5_place_dp,0.4746,13370
4_1_cts,0.4746,13370
5_1_grt,0.4746,13370
6_report,0.4746,13370
==> final cells by class <==
type,instances,area (sq um),share of cell area
Multi-Input combinational cell,1495,10310,0.7718
Tap cell,378,473.0,0.03539
Inverter,110,412.9,0.03089
Timing Repair Buffer,176,1669,0.1249
Sequential cell,33,495.5,0.03707
==> final timing paths <==
kind	endpoint	slack, ns	cells after the start	startpoint
worst min-delay path	V	8.17	4	Cin
worst max-delay path	Z	4.01	18	A[9]
Power is estimated from default activity; no workload was simulated.
